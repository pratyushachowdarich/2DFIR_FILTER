`./constraint.sdc`:
```
current_design filter_lut

set clk_period 5.4
set clk_io_pct 0.2

create_clock -name clk0 -period $clk_period [get_ports {clk}]

set non_clock_inputs [all_inputs -no_clocks]
set_input_delay [expr $clk_period * $clk_io_pct] -clock clk0 $non_clock_inputs
set_output_delay [expr $clk_period * $clk_io_pct] -clock clk0 [all_outputs]
```
`./run.sh`:
```
#!/bin/bash
# OpenROAD 26Q1-2900-gdf79404cd8, Yosys 0.63+post, stock flow scripts
make -C /OpenROAD-flow-scripts/flow DESIGN_CONFIG=/design/flow/config.mk WORK_HOME=/design/flow/orfs finish
```
`./config.mk`:
```
export PLATFORM = sky130hd
export DESIGN_NAME = filter_lut
export DESIGN_NICKNAME = filter_lut
export VERILOG_FILES = /design/flow/design.v
export SDC_FILE = /design/flow/constraint.sdc
export NUM_CORES = 4
export LEC_CHECK = 1
export CORE_UTILIZATION = 50
```
`./design.v`:
```
`timescale 1ns / 1ps
`timescale 1ns / 1ps
module encdec(output reg [7:0] address,
				  input [3:0] inp);
reg [2:0] enc;
always @(*) begin
	enc[0]= (~((~(inp[0] & inp[1])) & (~(inp[1] & inp[2])))) | ( ~((~(inp[2] & inp[3]))| inp[0]));
	enc[1]=  ~((~(inp[0] & inp[2])) & ((~(inp[1] & inp[3])) | inp[0]));
	enc[2]=  inp[0] & inp[3] ;
	case (enc)
	0: address=1;
	1: address=2;
	2: address=4;
	3: address=8;
	4: address=16;
	5: address=32;
	6: address=64;
	7: address=128;
	endcase
end
endmodule
`timescale 1ns / 1ps
module ctrl_ckt(output s0,
					 output s1,
					 output rst,
					 input [3:0] inp);
assign s0= ~((~(inp[1] | (~inp[2]))) | inp[0]);
assign s1= ~(inp[0] | inp[1]);
assign rst=  (~(inp[0] | inp[1])) & (~(inp[2] | inp[3])) ;
endmodule
`timescale 1ns / 1ps
module mem_arr(output reg [11:0] memwrd0,
					output reg [11:0] memwrd1,
					input [7:0] address0,
					input [7:0] address1,
					input [7:0] h);
reg [11:0] memory [7:0];
parameter z = 1'b0;
wire [11:0] a = {h[7],{4{z}},h[6:0]};
initial begin
	memory[0]= ~ a;
	memory[1]= ~(3 * a);
	memory[2]= ~(5 * a);
	memory[3]= ~(7 * a);
	memory[4]= ~(9 * a);
	memory[5]= ~(11 * a);
	memory[6]= ~(13 * a);
	memory[7]= ~(15 * a);
end
always @(*) begin
	case (address1)
		1: memwrd1=memory[0];
		2: memwrd1=memory[1];
		4: memwrd1=memory[2];
		8: memwrd1=memory[3];
		16: memwrd1=memory[4];
		32: memwrd1=memory[5];
		64: memwrd1=memory[6];
		128: memwrd1=memory[7];
		default: memwrd1=0;
	endcase
	case (address0)
		1: memwrd0=memory[0];
		2: memwrd0=memory[1];
		4: memwrd0=memory[2];
		8: memwrd0=memory[3];
		16: memwrd0=memory[4];
		32: memwrd0=memory[5];
		64: memwrd0=memory[6];
		128: memwrd0=memory[7];
		default: memwrd0=0;
	endcase
end	
endmodule
`timescale 1ns / 1ps
`timescale 1ns / 1ps
module aoi_cell(output out,
					 input inl,
					 input inr,
					 input sl,
					 input sr);
assign out = ~((inl & sl) | (inr & sr));					 
endmodule
module barrel_shift(output [11:0] shifted,
						  input [11:0] toshift,
						  input s0,
						  input s1);
wire [11:0] mid;
wire s0b = ~s0;
wire s1b = ~s1;
assign shifted[11]=toshift[11];
aoi_cell aoi_0_10(mid[10],toshift[10],toshift[9],s0b,s0);
aoi_cell aoi_0_9(mid[9],toshift[9],toshift[8],s0b,s0);
aoi_cell aoi_0_8(mid[8],toshift[8],toshift[7],s0b,s0);
aoi_cell aoi_0_7(mid[7],toshift[7],toshift[6],s0b,s0);
aoi_cell aoi_0_6(mid[6],toshift[6],toshift[5],s0b,s0);
aoi_cell aoi_0_5(mid[5],toshift[5],toshift[4],s0b,s0);
aoi_cell aoi_0_4(mid[4],toshift[4],toshift[3],s0b,s0);
aoi_cell aoi_0_3(mid[3],toshift[3],toshift[2],s0b,s0);
aoi_cell aoi_0_2(mid[2],toshift[2],toshift[1],s0b,s0);
aoi_cell aoi_0_1(mid[1],toshift[1],toshift[0],s0b,s0);
aoi_cell aoi_0_0(mid[0],toshift[0],s0,s0b,s0);
aoi_cell aoi_1_10(shifted[10],mid[10],mid[8],s1b,s1);
aoi_cell aoi_1_9(shifted[9],mid[9],mid[7],s1b,s1);
aoi_cell aoi_1_8(shifted[8],mid[8],mid[6],s1b,s1);
aoi_cell aoi_1_7(shifted[7],mid[7],mid[5],s1b,s1);
aoi_cell aoi_1_6(shifted[6],mid[6],mid[4],s1b,s1);
aoi_cell aoi_1_5(shifted[5],mid[5],mid[3],s1b,s1);
aoi_cell aoi_1_4(shifted[4],mid[4],mid[2],s1b,s1);
aoi_cell aoi_1_3(shifted[3],mid[3],mid[1],s1b,s1);
aoi_cell aoi_1_2(shifted[2],mid[2],mid[0],s1b,s1);
aoi_cell aoi_1_1(shifted[1],mid[1],s1b,s1b,s1);
aoi_cell aoi_1_0(shifted[0],mid[0],s1b,s1b,s1);
endmodule
`timescale 1ns / 1ps
module nor_cell(output [11:0] prtprod,
					 input [11:0] shifted,
					 input rst);
assign prtprod = ~(shifted | {12{rst}});					 
endmodule
module filter_lut(output reg [11:0] filtop,
						input [7:0] x,
						input clk);
parameter h0=8'b10001111,		 
			 h1=8'b10001010,		 
			 h2=8'b00001001,		 
			 h3=8'b00000101;		 
parameter zero=4'b0000;
wire [7:0] address0,address1;
wire [11:0] m0_0,m0_1,m1_0,m1_1,m2_0,m2_1,m3_0,m3_1;
wire [11:0] yp0_0,yp0_1,yp1_0,yp1_1,yp2_0,yp2_1,yp3_0,yp3_1;
wire [11:0] yps0_0,yps0_1,yps1_0,yps1_1,yps2_0,yps2_1,yps3_0,yps3_1;
wire [11:0] y0,y1,y2,y3;
reg [11:0] y0_2s,y1_2s,y2_2s,y3_2s;
reg [11:0] ry1,ry2,ry3;
reg [11:0] ry1_2s,ry2_2s,ry3_2s;
wire s00,s01,s10,s11,rst0,rst1;
initial begin
	ry1=0;
	ry2=0;
	ry3=0;
	filtop=0;
	h0_2s=h0;
	h1_2s=h1;
	h2_2s=h2;
	h3_2s=h3;
	y0_2s=0;
	y1_2s=0;
	y2_2s=0;
	y3_2s=0;
end
reg [7:0] h0_2s,h1_2s,h2_2s,h3_2s; 
always @ (*) begin
	if (h0[7]) h0_2s = {h0[7],{~h0_2s[6:0] +1}};
	if (h1[7]) h1_2s = {h1[7],{~h1_2s[6:0] +1}};
	if (h2[7]) h2_2s = {h2[7],{~h2_2s[6:0] +1}};
	if (h3[7]) h3_2s = {h3[7],{~h3_2s[6:0] +1}};
end
encdec encdec_0(address0,x[3:0]);
encdec encdec_1(address1,x[7:4]);
mem_arr mem_blk_0(m0_0,m0_1,address0,address1,h0);
mem_arr mem_blk_1(m1_0,m1_1,address0,address1,h1);
mem_arr mem_blk_2(m2_0,m2_1,address0,address1,h2);
mem_arr mem_blk_3(m3_0,m3_1,address0,address1,h3);
ctrl_ckt ctrl_ckt_0(s00,s01,rst0,x[3:0]);
ctrl_ckt ctrl_ckt_1(s10,s11,rst1,x[7:4]);
barrel_shift bs_0_0(yps0_0,m0_0,s00,s01);
barrel_shift bs_0_1(yps0_1,m0_1,s10,s11);
barrel_shift bs_1_0(yps1_0,m1_0,s00,s01);
barrel_shift bs_1_1(yps1_1,m1_1,s10,s11);
barrel_shift bs_2_0(yps2_0,m2_0,s00,s01);
barrel_shift bs_2_1(yps2_1,m2_1,s10,s11);
barrel_shift bs_3_0(yps3_0,m3_0,s00,s01);
barrel_shift bs_3_1(yps3_1,m3_1,s10,s11);
nor_cell nor_0_0(yp0_0,yps0_0,rst0);
nor_cell nor_0_1(yp0_1,yps0_1,rst1);
nor_cell nor_1_0(yp1_0,yps1_0,rst0);
nor_cell nor_1_1(yp1_1,yps1_1,rst1);
nor_cell nor_2_0(yp2_0,yps2_0,rst0);
nor_cell nor_2_1(yp2_1,yps2_1,rst1);
nor_cell nor_3_0(yp3_0,yps3_0,rst0);
nor_cell nor_3_1(yp3_1,yps3_1,rst1);
assign y0[11]=yp0_1[11] | yp0_0[11];
assign y0[10:0]={yp0_1[10:0],zero}+yp0_0[10:0];
assign y1[11]=yp1_1[11] | yp1_0[11];
assign y1[10:0]={yp1_1[10:0],zero}+yp1_0[10:0];
assign y2[11]=yp2_1[11] | yp2_0[11];
assign y2[10:0]={yp2_1[10:0],zero}+yp2_0[10:0];
assign y3[11]=yp3_1[11] |yp3_0[11];
assign y3[10:0]={yp3_1[10:0],zero}+yp3_0[10:0];
always @(*) begin
	if (y0[11]) y0_2s={y0[11],{~y0[10:0]+1}};
	else y0_2s=y0;
	if (y1[11]) y1_2s={y1[11],{~y1[10:0]+1}};
	else y1_2s=y1;
	if (y2[11]) y2_2s={y2[11],{~y2[10:0]+1}};
	else y2_2s=y2;
	if (y3[11]) y3_2s={y3[11],{~y3[10:0]+1}};
	else y3_2s=y3;
end
always @(posedge clk) begin
	ry3<=y3;
	if (ry3[11] != y2[11]) begin
		if (ry3[10:0]>y2[10:0]) begin
		ry2[10:0]<=ry3[10:0]+ ~(y2[10:0]) + 1;
		ry2[11]<=ry3[11];
		end	
		else if (ry3[10:0]<y2[10:0]) begin
		ry2[10:0]<= y2[10:0] + ~(ry3[10:0]) + 1;
		ry2[11]<=y2[11];
		end
	end
	else if (ry3[11] == y2[11]) begin
		ry2[10:0]<=ry3[10:0]+ y2[10:0];
		ry2[11]<=ry3[11];
	end
	if (ry2[11] != y1[11]) begin
		if (ry2[10:0]>y1[10:0]) begin
		ry1[10:0]<=ry2[10:0]+ ~(y1[10:0]) + 1;
		ry1[11]<=ry2[11];
		end	
		else if (ry2[10:0]<y1[10:0]) begin
		ry1[10:0]<= y1[10:0] + ~(ry2[10:0]) + 1;
		ry1[11]<=y1[11];
		end
	end
	else if (ry2[11] == y1[11]) begin
		ry1[10:0]<=ry2[10:0]+ y1[10:0];
		ry1[11]<=ry2[11];
	end	
end
always @(*) begin
	if (ry1[11] != y0[11]) begin
		if (ry1[10:0]>y0[10:0]) begin
		filtop[10:0]<=ry1[10:0]+ ~(y0[10:0]) + 1;
		filtop[11]<=ry1[11];
		end	
		else if (ry1[10:0]<y0[10:0]) begin
		filtop[10:0]<= y0[10:0] + ~(ry1[10:0]) + 1;
		filtop[11]<=y0[11];
	end
	end
	else if (ry1[11] == y0[11]) begin
		filtop[10:0]<=ry1[10:0]+ y0[10:0];
		filtop[11]<=ry1[11];
	end
end
always @(*) begin
	if (ry1[11]) ry1_2s={ry1[11],{~ry1[10:0]+1}};
	else ry1_2s=ry1;
	if (ry2[11]) ry2_2s={ry2[11],{~ry2[10:0]+1}};
	else ry2_2s=ry2;
	if (ry3[11]) ry3_2s={ry3[11],{~ry3[10:0]+1}};
	else ry3_2s=ry3;
end
endmodule
```
==> load_flow_metrics.sql <==
-- load yosys + openroad results
INSERT INTO impl_metrics (metric_group, metric, value, unit) VALUES
('logic_synthesis', 'synthesis.area_per_instance', '8.224', 'um^2'),
('final_timing', 'worst_slew_pin_slew', '0.8732', 'ns'),
('final_timing', 'slew_violations', '0', ''),
('critical_path', 'timing.critical_path.arrival', '5.11', 'ns'),
('critical_path', 'cp_slowest_cell', 'sky130_fd_sc_hd__clkdlybuf4s50_1', ''),
('placed_design', 'placed_cell_count', '1008', ''),
('critical_path', 'crit_fanout', '7', ''),
('pwr', 'p_int', '0.002016', 'W'),
('clock_network', 'cts_hold_repair.buffers', '0', ''),
('placed_design', 'pre_cts_slack', '-0.05623', 'ns'),
('hold_path', 'cells_on_worst_hold_path', '2', ''),
('final_timing', 'setup_repair_after_global_routing_missed_its_margin', 'no', ''),
('clock_network', 'clock_tree_buffer_depth', '2', ''),
('final_timing', 'count_of_unclocked_register_or_latch_pins', '12', ''),
('logic_synthesis', 'cell_taking_the_most_area_after_synthesis', 'sky130_fd_sc_hd__ha_1', ''),
('finish', 'syn2layout_area_growth', '11.65', '%'),
('finish', 'final_layout_size_suffix_gt1_share', '9.005', '%'),
('grt', 'via_count_of_the_first_global_routing_pass', '5554', ''),
('flow_run', 'warning_count', '84', ''),
('critical_path', 'critPathCaptureType', 'flop', ''),
('clock_network', 'post_cts_resized', '0', ''),
('critical_path', 'worst-path-buf-inv', '3', ''),
('final_timing', 'fin_worst_hold_slack', '0.6303', 'ns'),
('final_timing', 'final_worst_path_cycle_share', '94.26', '%'),
('grt', 'globalRouteTotalUtil', '26.28', '%'),
('critical_path', 'start_kind', 'input pin', ''),
('final_timing', 'count_of_endpoints_without_a_timing_constraint', '24', ''),
('logic_synthesis', 'edf_count', '24', ''),
('critical_path', 'critical_path.cell_chain', 'clkdlybuf4s50_1 -> buf_4 -> a21oi_1 -> o21ai_0 -> o31ai_2 -> fa_1 -> a21o_1 -> a21oi_2 -> xnor2_1 -> ha_1 -> and3b_1 -> nand4_1 -> nand2b_1 -> a22oi_2 -> buf_4 -> mux2i_1 -> mux2i_1 -> xnor2_1', ''),
('critical_path', 'critical_path.max_stage_delay', '0.54', 'ns'),
('clock_network', 'cts.root.buffer_cell', 'sky130_fd_sc_hd__clkbuf_16', ''),
('placed_design', 'dp_hpwl', '13820', 'um'),
('floorplanning', 'die_h', '117.2', 'um'),
('logic_synthesis', 'yosys-top-cells-count', 'sky130_fd_sc_hd__ha_1, sky130_fd_sc_hd__inv_1, sky130_fd_sc_hd__a21oi_1', ''),
('logic_synthesis', 'yosysCellCount', '807', ''),
('route', 'total_wire_length_after_detailed_routing', '16580', 'um'),
('pwr', 'power_per_cell_area', '519.9', 'nW/um^2'),
('floorplanning', 'number_of_top_level_design_ports', '21', ''),
('grt', 'pin_count_of_the_biggest_net_entering_global_routing', '20', ''),
('placed_design', 'port_buffers', '20', ''),
('logic_synthesis', 'synthesis.instances', '807', ''),
('flow_run', 'drv.max_cap_violation_count', '0', ''),
('critical_path', 'setup.reg_to_reg.worst_slack', '2.52', 'ns'),
('clock_network', 'clock.latency.late_pin', '0.29', 'ns'),
('logic_synthesis', 'yosys-top-cells-area', 'sky130_fd_sc_hd__ha_1, sky130_fd_sc_hd__edfxtp_1, sky130_fd_sc_hd__xnor2_1, sky130_fd_sc_hd__a21oi_1, sky130_fd_sc_hd__inv_1', ''),
('finish', 'finalNonFillerCells', '1016', ''),
('logic_synthesis', 'synthDistinctLibCells', '75', ''),
('final_timing', 'timing.final.crit_period', '5.090', 'ns'),
('final_timing', 'hold_viol', '0', ''),
('pwr', 'seq_power_share', '15.6', '%'),
('grt', 'grt_antenna_before_repair', '0', ''),
('floorplanning', 'placeableCoreArea', '12770', 'um^2'),
('floorplanning', 'placementRows', '41', ''),
('route', 'postRouteAntennaNets', '0', ''),
('final_timing', 'finalSetupViolations', '0', ''),
('status', 'status', 'finished, final reports clean', ''),
('clock_network', 'cts.repair_timing.setup_buffer_count', '0', ''),
('pwr', 'total_leakage_power', '3.591', 'nW'),
('grt', 'first_pass_grt_wire_length', '26810', 'um'),
('floorplanning', 'floorplan.initialDensity', '51.95', '%'),
('placed_design', 'finalWeightedCongestion', '0.9299', ''),
('clock_network', 'clock_tree.htree_level_count', '2', ''),
('grt', 'total_grt_overflow', '0', ''),
('route', 'detailedRoute.firstPassIterationCount', '5', ''),
('clock_network', 'cts_tree', 'yes', ''),
('hold_path', 'worstHoldStart', 'ry2[11]$_DFFE_PP_', ''),
('final_timing', 'layout_setup_ws', '0.3099', 'ns'),
('critical_path', 'setup.worst_path.class', 'input pin to flop', ''),
('final_timing', 'fin_skew', '0.009511', 'ns'),
('logic_synthesis', 'synth-warning-count', '3', '');
==> sequential cells by signal, indices dropped and copies added (netlist names) <==
signal,cells
ry2,12
ry1,12
filtop,12
ry3,12
==> metal layers <==
layer | global-route usage (%) | wire length, um | vias up
met5 | 0 | 0 | -
met1 | 31.16 | 6818 | 2629
met2 | 51.65 | 8921 | 101
met3 | 2.202 | 437 | 25
met4 | 5.063 | 406 | 0
li1 | - | - | 2882
==> final cells by class <==
type	count	area (um^2)
tap	172	215.2
clock buffer	5	125.1
clock inverter	3	45.04
multi-input combinational	632	5002
fill	1078	5364
inverter	94	352.8
timing repair buffer	62	528.0
sequential	48	1141
==> through the flow <==
stage	utilization [%]	total power, W
finish	58.01	0.003852
detailed placement	56.60	0.003479
CTS	57.93	0.003851
global route	58.01	0.004195
floorplan	-	0.002787
global placement	56.60	0.003468
==> cell families (layout without fill, tap and decap cells) <==
family          count (synthesis)  in the layout  share of synthesized area, %
compound gates                235            235                         23.64
xor+xnor                       67             67                         8.956
fa+ha+maj                     130            130                         25.94
buf+inv                       137            164                         8.145
flops                          36             36                         14.48
latches                        12             12                         2.715
mux                            16             16                         2.583
other cells                     2             12                        0.1132
simple gates                  172            172                         13.42
==> worst max-delay path by stage <==
stage / startpoint / endpoint / depth (start not counted)
after CTS: x[0] / ry1[10]$_DFFE_PP_ / 17
after global routing: x[1] / ry2[4]$_DFFE_PP_ / 18
final: x[0] / ry1[4]$_DFFE_PP_ / 18
==> power groups by stage <==
stage	logic [W]	registers, W	clock network, W
6_report	0.00291	0.000601	0.000346
5_1_grt	0.00321	0.000616	0.000365
4_1_cts	0.00290	0.000601	0.000353
==> layout by cell type, fill, tap and decap left out, types with 13 or more instances in the layout <==
cell and count:
sky130_fd_sc_hd__a21o_1 26, sky130_fd_sc_hd__a21oi_1 70, sky130_fd_sc_hd__buf_4 41, sky130_fd_sc_hd__clkdlybuf4s50_1 20
sky130_fd_sc_hd__edfxtp_1 24, sky130_fd_sc_hd__fa_1 13, sky130_fd_sc_hd__ha_1 116, sky130_fd_sc_hd__inv_1 94
sky130_fd_sc_hd__nand2_1 34, sky130_fd_sc_hd__nor2_1 42, sky130_fd_sc_hd__nor2b_1 17, sky130_fd_sc_hd__nor3_1 21
sky130_fd_sc_hd__o21a_1 15, sky130_fd_sc_hd__o21ai_0 31, sky130_fd_sc_hd__o21bai_1 19, sky130_fd_sc_hd__xnor2_1 48
sky130_fd_sc_hd__xor2_1 18
==> worst min-delay path: stages, from the launching register on <==
cell and delay (ns):
sky130_fd_sc_hd__edfxtp_1 0.39, sky130_fd_sc_hd__nand2_1 0.06, sky130_fd_sc_hd__nand2_1 0.06
Power and IR drop assume default switching activity.
